==> ./design.v <==
module mul8(a, b, c);
input [7:0] a, b;
output  reg [15:0] c;
reg [15:0] t;
integer k;
always @(a or b) begin
    t = a;
    c = 0;
    for (k=0 ; k<8; k=k+1) begin
        if(b[k])
            c = t + c;
        t = t << 1;
    end
end
endmodule
==> ./run.sh <==
#!/bin/bash
# OpenROAD 26Q1-2900-gdf79404cd8, Yosys 0.63+post, stock flow scripts
make -C /OpenROAD-flow-scripts/flow DESIGN_CONFIG=/design/flow/config.mk WORK_HOME=/design/flow/orfs finish
==> ./config.mk <==
export PLATFORM = sky130hd
export DESIGN_NAME = mul8
export DESIGN_NICKNAME = mul8
export VERILOG_FILES = /design/flow/design.v
export SDC_FILE = /design/flow/constraint.sdc
export NUM_CORES = 4
export LEC_CHECK = 1
export CORE_UTILIZATION = 50
==> ./constraint.sdc <==
current_design mul8

set clk_period 19.2
set clk_io_pct 0.2

create_clock -name clk0 -period $clk_period

set non_clock_inputs [all_inputs -no_clocks]
set_input_delay [expr $clk_period * $clk_io_pct] -clock clk0 $non_clock_inputs
set_output_delay [expr $clk_period * $clk_io_pct] -clock clk0 [all_outputs]
==> results.txt <==
run results: Setup Crit Path Kind=in2out, vias=3,119, wirelength, routed=7.96 mm, Die H=80.7 um, Clock Power Share=0%, Seq share, synth=0%, setup bufs post-CTS=0, register area=0 um^2, Die W=80.7 um, Total Power=0.340 mW, Flops=0, # rows=28, cell count after synthesis=430, Log Warnings=37, fa+ha+maj area frac=27.9%, Clock buffer cells=0, Netlist cell types=58, Max stage delay on crit path=730 ps, vias in the first global route=2,626, Startpoint Class=input pin, Worst setup EP type=primary output, initial antenna violation count=0, setup TNS=0 ps, Least-Margin Pin Slew=760 ps, yosys cell count=430, status=completed, Hold Fails Final Rpt=0, Synth Area in Simple Gates=19.2%, switching share of power=49.3%, min-delay worst type=in2out, Mapped Avg Cell Area=7.21 um^2, fraction of layout instances using a drive strength above 1=3.77%, Comb pwr share=100.0%, # IOs=32, Multiplexer share=6.18%, RSZ-0062 raised after global routing=false, Final Worst Setup Slack=1940 ps, comb. cell area=2930 um^2, worst path arrival time=13,420 ps, Int Pwr=0.172 mW, first-pass GRT wire length=12.9 mm, DRT antenna net count=0, Mapped Area=3100 um^2, total gr overflow=0, pwr/cell area=98.0 nW/um^2, # hold bufs at CTS=0, max-cap viol count=0, Top cell area share=23.4%, Pins Over Slew Limit=0, FP Core Util=52.0%, Remaining DRCs=0, input/output buffers=32, FMAX=57.9 MHz, wire length per cell=15.1 um, max_slew headroom=49.2%, CP dominant cell by count=ha_1, yosys stat chip area=3100 um^2, total die size=6520 um^2, Post-Route Utilization=58.3%, drt pass-1 iters=5, DR iter-0 viols=134, largest fanout on the critical path=11, slowest CP cell=clkdlybuf4s50_1, Place WS=1970 ps, filler cell count in the final layout=574, largest area contributor in the netlist=ha_1, largest net degree at the start of global routing=23, comb area leader=AND-OR/OR-AND gates, sw power=0.168 mW, All-Layer GR Usage=25.8%, CP required=15,360 ps, Reg power frac=0%, yosys aoi share=32.2%, Max rail drop VDD=0.0000642 V, Layout area overhead=12.0%, post-layout period usage=89.9%, crit path time final=17,260 ps, Ys Warns=1, diode count=0, Leak=1.60 nW, Vias/cell=5.93, post-DP HPWL=6.31 mm, Main area contributors=ha_1 23%, xnor2_1 6.2%, a21oi_1 5.2%, post-cts resize count=0, Setup violations, final=0, XOR Share, Synth=9.04%, gpl congestion=0.882, core area=5960 um^2
-- per-stage QoR --
| stage | instance area, um^2 | hold slack [ps] | std cells |
|---|---|---|---|
| CTS | 3470 | 8940 | 526 |
| finish | 3470 | 8960 | 526 |
| detailed placement | 3470 | 8940 | 526 |
| floorplan | 3100 | 7760 | 430 |
| global placement | 3470 | 8940 | 526 |
| global route | 3470 | 8980 | 526 |
-- kinds of logic (layout without fill, tap and decap cells) --
kind of cell               Yosys count  in the layout
and+or+nand+nor                    124            124
adders and majority gates           65             65
muxes                               17             17
xor gates and xnor gates            32             32
AOI/OAI and AO/OA                  148            148
buffers and inverters               44             65
-- power groups by stage --
stage | logic, mW | registers [mW] | clock network (mW)
final | 0.340 | 0 | 0
after CTS | 0.340 | 0 | 0
after global routing | 0.388 | 0 | 0
-- critical path, delay by kind of cell --
family	cells	cell delay, ps
AOI/OAI and AO/OA	18	3580
adders and majority gates	8	2680
buffers and inverters	5	1490
and+or+nand+nor	5	1030
xor gates and xnor gates	5	810
-- synthesized netlist by cell type, types with 8 or more instances --
cell type and instances:
nand2_1 34, nor2b_1 9, a21o_1 11, inv_1 31, xor2_1 10, nand3_1 8
a31oi_1 10, clkbuf_1 11, o211ai_1 9, a21oi_1 32, mux2_2 9, nor2_1 35
ha_1 58, o21ai_0 30, xnor2_1 22, o21a_1 11, nor3_1 8
-- layer usage --
layer / up-vias / GRT usage, % / share of wire [%]
met4: 0 / 0.893 / 0.38
met1: 1414 / 42.3 / 54
li1: 1636 / - / -
met3: 2 / 0.570 / 3.6
met2: 67 / 39.8 / 42
met5: - / 0 / 0
-- placed cells by master, fill, tap and decap left out, types with 9 or more instances in the layout --
cell type and count:
clkdlybuf4s50_1 32, a31oi_1 10, a21o_1 11, mux2_2 9
nor2_1 35, o21a_1 11, a21oi_1 32, nand2_1 34
xor2_1 10, o211ai_1 9, ha_1 58, inv_1 31
nor2b_1 9, o21ai_0 30, xnor2_1 22
-- final timing paths --
| kind | start | endpoint | slack [ps] | depth (start not counted) |
|---|---|---|---|---|
| setup / recovery | a[1] | c[14] | 1940 | 41 |
| hold / removal | b[0] | c[0] | 8960 | 3 |
-- layout make-up --
type / instances / share of cell area (%)
multi-input cells: 386 / 84.4
repair buffers: 33 / 9.44
inverters: 32 / 3.46
well taps: 75 / 2.70
Power figures rest on the tool's default switching activity, not on a simulated workload.
