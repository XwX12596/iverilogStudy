<file path="flow/run.sh">
#!/bin/bash
# OpenROAD 26Q1-2900-gdf79404cd8, Yosys 0.63+post, stock flow scripts
make -C /OpenROAD-flow-scripts/flow DESIGN_CONFIG=/design/flow/config.mk WORK_HOME=/design/flow/orfs finish
</file>
<file path="flow/config.mk">
export PLATFORM = sky130hd
export DESIGN_NAME = machine
export DESIGN_NICKNAME = machine
export VERILOG_FILES = /design/flow/design.v
export SDC_FILE = /design/flow/constraint.sdc
export NUM_CORES = 4
export LEC_CHECK = 1
export CORE_AREA = 10 10 70 70
export DIE_AREA = 0 0 80 80
</file>
<file path="flow/constraint.sdc">
current_design machine

set clk_period 1.7
set clk_io_pct 0.2

create_clock -name clk0 -period $clk_period [get_ports {clk}]

set non_clock_inputs [all_inputs -no_clocks]
set_input_delay [expr $clk_period * $clk_io_pct] -clock clk0 $non_clock_inputs
set_output_delay [expr $clk_period * $clk_io_pct] -clock clk0 [all_outputs]
</file>
<file path="flow/design.v">
module  machine(inc_pc,   load_acc, load_pc, rd, wr, load_ir,
                          datactl_ena, halt, clk, zero, ena, opcode);
output      inc_pc, load_acc, load_pc, rd, wr, load_ir;
output reg  datactl_ena, halt;
input       clk, zero, ena;
input [2:0] opcode;
reg         inc_pc, load_acc, load_pc, rd, wr, load_ir;
reg [2:0]   state;
parameter   HLT  = 3 'b000,
  SKZ  = 3 'b001,
  ADD  = 3 'b010,
  ANDD = 3 'b011,
  XORR = 3 'b100,
  LDA  = 3 'b101,
  STO  = 3 'b110,
  JMP  = 3 'b111;
always @(negedge clk)
  begin
    if(!ena)		 
      begin
        state <= 3'b000;
        {inc_pc,load_acc,load_pc,rd}  <= 4'b0000;
        {wr,load_ir,datactl_ena,halt} <= 4'b0000;
      end
    else
      ctl_cycle;
  end
task ctl_cycle;
  begin
    casex(state)
      3'b000:           
        begin
                {inc_pc,load_acc,load_pc,rd}  <= 4'b0001;
                {wr,load_ir,datactl_ena,halt} <= 4'b0100;
                state <= 3'b001;
        end
      3'b001:		 
        begin
                {inc_pc,load_acc,load_pc,rd}  <= 4'b1001;
                {wr,load_ir,datactl_ena,halt} <= 4'b0100;
                state <= 3'b010;
        end
      3'b010:		 
        begin
                {inc_pc,load_acc,load_pc,rd}  <= 4'b0000;
                {wr,load_ir,datactl_ena,halt} <= 4'b0000;
                state <= 3'b011;
        end
        3'b011:		 
          begin
            if(opcode == HLT)	 
              begin
                {inc_pc,load_acc,load_pc,rd}  <= 4'b1000;
                {wr,load_ir,datactl_ena,halt} <= 4'b0001;
              end	
            else
              begin
                {inc_pc,load_acc,load_pc,rd}  <= 4'b1000;
                {wr,load_ir,datactl_ena,halt} <= 4'b0000;
              end	
            state <= 3'b100;
          end
        3'b100:			 
          begin
            if(opcode==JMP)
              begin
                {inc_pc,load_acc,load_pc,rd}  <= 4'b0010;
                {wr,load_ir,datactl_ena,halt} <= 4'b0000;
              end
            else if(opcode==ADD  || opcode==ANDD || 
                    opcode==XORR || opcode==LDA)
              begin
                {inc_pc,load_acc,load_pc,rd}  <= 4'b0001;
                {wr,load_ir,datactl_ena,halt} <= 4'b0000;
              end	
            else if(opcode==STO)
              begin
                {inc_pc,load_acc,load_pc,rd}  <= 4'b0000;
                {wr,load_ir,datactl_ena,halt} <= 4'b0010;
              end	
            else
              begin
                {inc_pc,load_acc,load_pc,rd}  <= 4'b0000;
                {wr,load_ir,datactl_ena,halt} <= 4'b0000;
              end	
            state <= 3'b101;
          end
       3'b101:		 
        begin
          if (opcode==ADD||opcode==ANDD||
              opcode==XORR||opcode==LDA )
            begin		 
                {inc_pc,load_acc,load_pc,rd}  <= 4'b0101;
                {wr,load_ir,datactl_ena,halt} <= 4'b0000;
            end	
          else if( opcode==SKZ && zero==1)
            begin
                {inc_pc,load_acc,load_pc,rd}  <= 4'b1000;
                {wr,load_ir,datactl_ena,halt} <= 4'b0000;
            end	
          else if(opcode==JMP)
            begin
                {inc_pc,load_acc,load_pc,rd}  <= 4'b1010;
                {wr,load_ir,datactl_ena,halt} <= 4'b0000;
            end	
          else if(opcode==STO)
            begin
                {inc_pc,load_acc,load_pc,rd}  <= 4'b0000;
                {wr,load_ir,datactl_ena,halt} <= 4'b1010;
            end	
          else
            begin
                {inc_pc,load_acc,load_pc,rd}  <= 4'b0000;
                {wr,load_ir,datactl_ena,halt} <= 4'b0000;
            end	
          state <= 3'b110;
        end
    3'b110:		 
      begin
        if ( opcode==STO )
          begin
                {inc_pc,load_acc,load_pc,rd}  <= 4'b0000;
                {wr,load_ir,datactl_ena,halt} <= 4'b0010;
          end
        else if(opcode==ADD ||opcode==ANDD||
                opcode==XORR||opcode==LDA)
          begin
                {inc_pc,load_acc,load_pc,rd}  <= 4'b0001;
                {wr,load_ir,datactl_ena,halt} <= 4'b0000;
          end
        else
          begin
                {inc_pc,load_acc,load_pc,rd}  <= 4'b0000;
                {wr,load_ir,datactl_ena,halt} <= 4'b0000;
          end
        state <= 3'b111;
      end
    3'b111:		 
      begin
        if( opcode==SKZ && zero==1 )
          begin
                {inc_pc,load_acc,load_pc,rd}  <= 4'b1000;
                {wr,load_ir,datactl_ena,halt} <= 4'b0000;
          end
        else
          begin
                {inc_pc,load_acc,load_pc,rd}  <= 4'b0000;
                {wr,load_ir,datactl_ena,halt} <= 4'b0000;
          end
        state<=3'b000;
      end
    default:
      begin
                {inc_pc,load_acc,load_pc,rd}  <= 4'b0000;
                {wr,load_ir,datactl_ena,halt} <= 4'b0000;
                state <= 3'b000;
      end
    endcase
  end
endtask
endmodule
</file>
==> impl_metrics.csv <==
group,metric,value,unit
die,die.size.y,80,um
global_routing,grt_pass1_vias,488,
setup_path,crit_path_max_fanout,1,
synthesis,yosysCellCount,45,
pwr,finalPower,0.784,mW
final_timing,fin_ws,-228,ps
die,core-area,3420,um2
detailed_routing,ant_nets,0,
pwr,power_frac_seq,50.1,%
die,die_x,80,um
die,num_rows,21,
synthesis,ys_ff,16,
detailed_routing,wl,1120,um
setup_path,critPathMaxStageDelay,280,ps
final_timing,rsz0062_at_grt,"true",
clock_tree,cts_num_sinks,16,
synthesis,synth_cell_type_count,17,
placed_design,numPortBuffers,13,
pwr,netSwitchingFraction,28.6,%
setup_path,end_kind,"output port",
synthesis,synth_cells,45,
detailed_routing,num_vias,453,
min_path,holdCritPathClass,"flip-flop to flip-flop",
setup_path,cp.buffers_inverters,1,
detailed_routing,diodes,0,
finish,drive_above_1_share,31.8,%
pwr,p_per_area,954,nW/um2
synthesis,syn-cell-area,509,um2
synthesis,yosys_warnings,1,
setup_path,crit_arrival,1590,ps
final_timing,hold_viol_final,0,
pwr,combPwrFrac,7.5,%
die,io_pins,14,
pwr,ir_drop,0.233,mV
clock_tree,root_buffer,"clkbuf_4",
setup_path,required,1360,ps
final_timing,drv_slew,0,
pwr,leakagePower,0.414,nW
run,drv_cap,0,
clock_tree,htreeDepth,1,
clock_tree,cts_made_buffers,3,
global_routing,grt_remaining_overflow,0,
detailed_routing,drc_errors,0,
detailed_routing,drt-vias-per-instance,3.46,
pwr,pwr-share-clk,42.4,%
final_timing,tns,-1750,ps
clock_tree,clk_latency,350,ps
global_routing,track_usage,3.86,%
finish,final_cell_mix,"inv_1 (17), dfxtp_1 (16), buf_2 (11)",
clock_tree,cts_tree,"yes",
pwr,switchingPower,0.224,mW
pwr,p_int,0.560,mW
placed_design,place_congestion,0.782,
final_timing,fin_skew,9.77,ps
detailed_routing,wl_per_cell,8.54,um
outcome,status,"finished with violations",
finish,layout_top_cell,"inv_1",
outcome,violations,"setup timing",
final_timing,tightest_slew,335,ps
run,openroad.warnings,44,
finish,fin_util,24.1,%
final_timing,slew_headroom,77.5,%
clock_tree,cts.path.max_buffers,2,
finish,syn_to_final_growth,61.4,%
global_routing,grt_max_degree,10,
detailed_routing,first_iter_violations,19,
final_timing,setup_viol,8,
placed_design,hpwl,848,um
global_routing,antenna_found_initial,0,
detailed_routing,drtPass1Iterations,4,
setup_path,crit_chain,"buf_2",
die,initCoreUtil,14.9,%
clock_tree,cts_hold_buffers,0,
synthesis,ys_seq_share,62.9,%
clock_tree,path_clk_slew,40,ps
die,dieArea,6400,um2
global_routing,grt_pass1_wl,1990,um
setup_path,slowest_stage,"dfxtp_1",
setup_path,cp-start-kind,"flip-flop",
synthesis,avgSynthCellArea,11.3,um2
synthesis,ys_area,509,um2
setup_path,crit_type,"flip-flop to output port",
setup_path,cpLargestDelayFamily,"flip-flops",
sequential cells by signal, summed over array words and instances (netlist names):
| signal | count |
|---|---|
| load_pc | 1 |
| datactl_ena | 1 |
| state | 8 |
| load_ir | 1 |
| wr | 1 |
| inc_pc | 1 |
| load_acc | 1 |
| halt | 1 |
| rd | 1 |
cells in the mapped netlist:
master	number	area share, %
nor4b_2	1	2.9
xnor2_1	1	1.7
o31a_1	1	1.7
o41a_1	1	2.2
o2111a_1	1	2.2
nor2_1	3	2.2
nand4b_1	1	1.7
inv_1	2	1.5
nand2_1	3	2.2
dfxtp_1	16	63
and2_1	7	8.6
a21oi_1	1	0.98
nor3_1	2	2.0
clkbuf_1	1	0.74
nand2b_1	1	1.2
nor4b_1	2	3.4
or3b_1	1	1.7
power by group through the flow:
stage	sequential [mW]	combinational, mW	clock [mW]
CTS	0.392	0.0597	0.351
global route	0.393	0.0671	0.389
finish	0.393	0.0591	0.332
stage by stage:
stage	std cells	cell area [um2]	hold slack [ps]	worst slack, ps
6_report	131	822	418	-228
5_1_grt	131	822	466	-278
4_1_cts	131	817	419	-245
3_5_place_dp	112	779	420	-702
3_3_place_gp	112	779	415	-717
2_1_floorplan	45	529	412	-143
path summary, 6_finish.rpt:
check	endpoint	cells after the start	from	slack, ps
max	inc_pc	1	inc_pc$_SDFF_NN0_	-230
min reg2reg	state[4]$_DFF_N_	1	state[0]$_DFF_N_	420
min	state[4]$_DFF_N_	1	state[0]$_DFF_N_	420
max reg2reg	rd$_SDFF_NN0_	3	state[5]$_DFF_N_	550
layout make-up:
| cell class | instances | area, um2 |
|---|---|---|
| clock buffers | 3 | 22.5 |
| clock inverters | 17 | 65.1 |
| fillers | 368 | 2590 |
| inverters | 1 | 3.75 |
| multi-input cells | 26 | 200 |
| flip-flops and latches | 16 | 320 |
| well taps | 46 | 57.6 |
| repair buffers | 22 | 153 |
metal layers:
metal / vias up / share of wire [%] / routed length, um / track usage, %
li1: 238 / - / - / -
met4: 0 / 1.4 / 16 / 2.11
met3: 2 / 12 / 136 / 3.18
met5: - / 0 / 0 / 0
met1: 201 / 40 / 444 / 3.84
met2: 12 / 47 / 521 / 5.54
logic make-up (layout without fill, tap and decap cells):
| logic type | Yosys count | in the layout | share of synthesized area (%) |
|---|---|---|---|
| AND-OR/OR-AND | 4 | 4 | 7.12 |
| buffers and inverters | 3 | 43 | 2.21 |
| flip-flops | 16 | 16 | 62.9 |
| AND/OR/NAND/NOR | 21 | 21 | 26.0 |
| XOR/XNOR | 1 | 1 | 1.72 |
what timing repair did:
| action | 4_1_cts | 5_1_grt |
|---|---|---|
| setup buffers | 0 | 0 |
| setup endpoints to repair | 22 | 9 |
| pin swaps | 2 | 4 |
| resized | 41 | 2 |
No activity file was given, so power comes from the tool's default toggle rates.
