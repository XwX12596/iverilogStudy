`flow/config.mk`:
```
export PLATFORM = sky130hd
export DESIGN_NAME = mult_repeat
export DESIGN_NICKNAME = mult_repeat
export VERILOG_FILES = /design/flow/design.v
export SDC_FILE = /design/flow/constraint.sdc
export NUM_CORES = 4
export LEC_CHECK = 1
export CORE_UTILIZATION = 30
```
`flow/constraint.sdc`:
```
current_design mult_repeat

set clk_period 19.2
set clk_io_pct 0.2

create_clock -name clk0 -period $clk_period

set non_clock_inputs [all_inputs -no_clocks]
set_input_delay [expr $clk_period * $clk_io_pct] -clock clk0 $non_clock_inputs
set_output_delay [expr $clk_period * $clk_io_pct] -clock clk0 [all_outputs]
```
`flow/design.v`:
```
module mult_repeat(c, a, b);
parameter size = 8;
input[size - 1 : 0] a, b;
output [2*size - 1 : 0] c;
reg [2*size - 1 : 0] temp_a, c;
reg [size - 1 : 0] temp_b;
always @(a or b) begin
    c = 0;
    temp_a = a;
    temp_b = b;
    repeat(size) begin
        if(temp_b[0])
            c = c + temp_a;
        temp_a = temp_a << 1;
        temp_b = temp_b >> 1;
    end
end
endmodule
```
`flow/run.sh`:
```
#!/bin/bash
# OpenROAD 26Q1-2900-gdf79404cd8, Yosys 0.63+post, stock flow scripts
make -C /OpenROAD-flow-scripts/flow DESIGN_CONFIG=/design/flow/config.mk WORK_HOME=/design/flow/orfs finish
```
==> qor.yml <==
run_status:
  status: "completed"
route:
  wl_per_cell_um: 14.2
  drc: 0
  via_per_inst: 5.32
  vias: 3108
  first_iter_violations: 135
  diodes: 0
  first_pass_iters: 6
  postRouteWirelength_mm: 8.27
  postRouteAntennaNets: 0
cts:
  postCtsHoldBufs: 0
  cts_resized: 0
  post-cts-setup-buffers: 0
placed_design:
  dp_hpwl_mm: 6.58
  io_buffers: 32
  place_area_mm2: 0.00354
  place_ws_ns: 1.95
  dp_cells: 584
  place.gp.congestion: 0.891
flow_run:
  warning_count: 36
  cap_violations: 0
sta:
  tns_ns: 0
  max_freq_mhz: 57.8
  finalClockPeriodUsage_pct: 90.2
  tightest_slew_ns: 0.806
  setup_viol: 0
  rsz0062_at_grt: "no"
  hold_ws_ns: 8.91
  hold_viol_final: 0
  fin_ws_ns: 1.89
  final_max_slew_viol_count: 0
  maxSlewHeadroom_pct: 46.1
  period_needed_ns: 17.31
critical_path:
  worstPathArrival_ns: 13.47
  crit_fanout: 11
  worst-setup-path-type: "input pin to output pin"
  max_stage_delay_ns: 0.67
  critPathSlowestCell: "clkdlybuf4s50_1"
  crit_required_ns: 15.36
  crit_path_end_kind: "output pin"
  cp-start-kind: "input pin"
  crit_top_cell: "ha_1"
power_and_ir_drop:
  p_seq_share_pct: 0
  p_int_mw: 0.172
  ir_drop_v: 0.0000492
  power.leakage_nw: 1.60
  netSwitchingPower_mw: 0.171
  swShare_pct: 49.8
  p_per_area_mw_per_mm2: 96.8
  p_clk_share_pct: 0
  pwr-share-comb_pct: 100.0
  p_total_mw: 0.343
global_routing:
  grtUsageTotal_pct: 16.2
  grt_pass1_vias: 2974
  grt_max_degree: 23
  grt_first_pass_wirelength_mm: 14.4
  grt-ovfl-total: 0
  antenna_found_initial: 0
die:
  die_width_um: 104
  initial_core_util_pct: 31.3
  rows: 36
  boundaryPins: 32
  die_h_um: 104
  die-area_mm2: 0.0107
  core_area_mm2: 0.00991
final_layout:
  syn2layout_area_growth_pct: 14.4
  fin_cells: 584
  final_layout_size_suffix_gt1_share_pct: 3.77
  lay_top_cells: "ha_1 (58), nor2_1 (35), nand2_1 (34), a21oi_1 (32), clkdlybuf4s50_1 (32)"
  nClkBuffers: 0
  layout_top_cell: "ha_1"
  fin_area_mm2: 0.00354
  seqCellArea_um2: 0
  final_util_pct: 35.8
  seq_cells: 0
logic_synthesis:
  syn_area_mm2: 0.00310
  syn_inst: 430
  yosysUniqueCellTypes: 58
  yosys_warnings: 1
  syn_avg_cell_area_um2: 7.21
  ys_cells: 430
  ys_area_mm2: 0.00310
  ys_seq_share_pct: 0
hold_path:
  hp-class: "input pin to output pin"
-- worst max-delay path: cells and delay by family --
| kind | cells | cell delay, ns |
|---|---|---|
| xor gates and xnor gates | 5 | 0.79 |
| adders and majority gates | 8 | 2.68 |
| AOI/OAI and AO/OA | 18 | 3.94 |
| buffers and inverters | 4 | 1.34 |
| and+or+nand+nor | 6 | 0.84 |
-- synth_stat cells (all sizes together) (2+ instances only) --
| library cell | number | area share, % |
|---|---|---|
| a21oi | 32 | 5.2 |
| and2 | 7 | 1.4 |
| o211ai | 9 | 2.2 |
| a31o | 2 | 0.57 |
| clkbuf | 11 | 1.3 |
| a31oi | 10 | 2.0 |
| or3 | 4 | 0.81 |
| nor3 | 8 | 1.3 |
| nor2 | 35 | 4.2 |
| nor3b | 2 | 0.48 |
| a221o | 2 | 0.65 |
| a32oi | 2 | 0.57 |
| fa | 7 | 4.5 |
| a21o | 11 | 2.7 |
| a211oi | 3 | 0.73 |
| a22o | 3 | 0.85 |
| nand3b | 2 | 0.48 |
| a21boi | 3 | 0.73 |
| and3 | 5 | 1.0 |
| o21bai | 6 | 1.5 |
| nand2b | 5 | 1.0 |
| mux2 | 11 | 4.2 |
| xor2 | 10 | 2.8 |
| o31ai | 4 | 0.97 |
| inv | 31 | 3.8 |
| ha | 58 | 23 |
| nand2 | 34 | 4.1 |
| o31a | 4 | 1.1 |
| mux2i | 6 | 1.9 |
| a211o | 2 | 0.57 |
| o21ai | 32 | 5.2 |
| nor2b | 9 | 1.8 |
| o21a | 11 | 2.7 |
| xnor2 | 22 | 6.2 |
| nand3 | 8 | 1.3 |
-- final timing paths --
check,start,end,slack [ns],cells after the start
hold / removal,b[0],c[0],8.91,3
setup / recovery,a[1],c[14],1.89,41
-- metal layers --
layer  routed length (µm)  GRT usage [%]
met3                  379           1.54
met5                    0              0
met1                 4350           24.6
met4                  168           2.59
met2                 3380           25.0
-- kinds of logic after synthesis --
family | after synthesis | share of synthesized area, %
AOI/OAI and AO/OA | 148 | 32.2
and+or+nand+nor | 124 | 19.2
adders and majority gates | 65 | 27.9
buffers and inverters | 44 | 5.45
xor gates and xnor gates | 32 | 9.04
muxes | 17 | 6.18
-- power by group through the flow --
| stage | clock network (mW) | logic [mW] | registers [mW] |
|---|---|---|---|
| 5_1_grt | 0 | 0.391 | 0 |
| 6_report | 0 | 0.343 | 0 |
| 4_1_cts | 0 | 0.343 | 0 |
-- cell type report --
cell class	instances	area, µm²
Tap cell	133	166
Inverter	32	120
Timing Repair Buffer	33	328
Multi-Input combinational cell	386	2930
Fill cell	1011	6360
No activity file was given, so power comes from the tool's default toggle rates.
